==> design.v <==
module RegisterBank(RegA, RegB, RegC, WriteData, RegWrite, RegRead, clock, OutA, OutB, OutC);
	input [4:0] RegA, RegB, RegC;
	input [31:0] WriteData;
	input RegWrite, clock, RegRead;
	output reg [31:0] OutA, OutB, OutC;
	reg [31:0] Register[31:0];
	always @(posedge clock) begin
		if (RegWrite == 1)
			Register[RegC] = WriteData;
	end
	always @(*) begin
		if (RegRead == 1) begin
	        OutA = Register[RegA];
	        OutB = Register[RegB];
	        OutC = Register[RegC];
      end
		else begin
			OutA = 0;
			OutB = 0;
			OutC = 0;
		end
	end
endmodule
==> run.sh <==
#!/bin/bash
# OpenROAD 26Q1-2900-gdf79404cd8, Yosys 0.63+post, stock flow scripts
make -C /OpenROAD-flow-scripts/flow DESIGN_CONFIG=/design/flow/config.mk WORK_HOME=/design/flow/orfs finish
==> config.mk <==
export PLATFORM = sky130hd
export DESIGN_NAME = RegisterBank
export DESIGN_NICKNAME = RegisterBank
export VERILOG_FILES = /design/flow/design.v
export SDC_FILE = /design/flow/constraint.sdc
export NUM_CORES = 4
export LEC_CHECK = 1
export CORE_UTILIZATION = 40
==> constraint.sdc <==
current_design RegisterBank

set clk_period 23.5
set clk_io_pct 0.2

create_clock -name clk0 -period $clk_period [get_ports {clock}]

set non_clock_inputs [all_inputs -no_clocks]
set_input_delay [expr $clk_period * $clk_io_pct] -clock clk0 $non_clock_inputs
set_output_delay [expr $clk_period * $clk_io_pct] -clock clk0 [all_outputs]
==> flow_summary.yaml <==
# generated from flow reports
timing:
  setup_violations: 0
  min_period_ns: 13.47
  setup_tns_ns: 0
  fmax_mhz: 74.24
  rsz0062_at_grt: "false"
  fin_crit_sh_pct: 57.32
  hold_viol: 0
  maxSlewHeadroom_pct: 22.13
  drv_slew: 0
  worstMarginPinSlew_ns: 1.163
power:
  comb_power_share_pct: 11.9
  power_w: 0.004290
  clkPwrFrac_pct: 40.4
  p_seq_share_pct: 47.7
  pwr_density_cell_nw_per_um2: 69.06
  p_sw_w: 0.001047
  p_sw_share_pct: 24.41
  power.internal_w: 0.003243
  ir_drop_v: 0.00007746
  cellLeakagePower_nw: 18.95
clocking:
  root_buffer: "clkbuf_16"
  clk_path_buf_depth: 3
  clock_sinks: 1024
  hold_buffers: 0
  cts_tree: "yes"
  cts_inserted_buffers: 111
  cts.clk_slew.worst_paths_ns: 0.06
  post_cts_resized: 0
  cts_setup_buffers: 0
  cts_max_level: 3
drt:
  vias_per_cell: 7.190
  wirelength_um: 210000
  wire_per_inst_um: 43.29
  vias: 34880
  dr.first_iter.drc_count: 2808
  drc_errors: 0
  ant_nets: 0
  drtPass1Iterations: 5
synthesis:
  ys_types: 35
  syn_inst: 2851
  ys.flops: 1024
  yosysTopAreaCell: "edfxtp_1"
  synth.cell_area_um2: 54880
  seq_area_frac_synth_pct: 56.03
  yosysTopAreaCellShare_pct: 56.03
  yosys_area_um2: 54880
  ys_warn_count: 1
  ys_cells: 2851
  syn_avg_cell_area_um2: 19.25
  area_leaders: "edfxtp_1 56%, mux4_2 29%, mux2_2 2.6%"
global_routing:
  grt_pass1_vias: 39120
  grt_max_degree: 83
  grt_remaining_overflow: 0
  grt_pass1_wl_um: 292900
  grtUsageTotal_pct: 33.73
  antenna_found_initial: 10
floorplan:
  ios: 146
  dieArea_um2: 138700
  core_area_um2: 135800
  fp_util_pct: 40.41
  die_y_um: 372.4
  rows: 135
  die_w_um: 372.4
setup_path:
  critPathMaxStageDelay_ns: 0.90
  cp.arrival_ns: 8.77
  slowest_stage: "a31oi_1"
  worstSetupPathType: "in2out"
  cp.required_ns: 18.80
  end_kind: "output port"
  startpoint_type: "input port"
  crit_chain: "buf_2 > buf_4 > buf_4 > nor2b_4 > buf_4 > a22oi_1 > a31oi_1 > clkdlybuf4s50_1"
  crit_fanout: 23
  cp_common_cell: "buf_4"
outcome:
  status: "complete, no violations"
placed_design:
  finalWeightedCongestion: 0.9329
  postPlaceCellArea_um2: 58570
  dpl.hpwl_um: 121400
  io_buffers: 145
layout:
  largest_reg_flops: 1024
  mostFrequentLayoutCell: "edfxtp_1"
  fillerInstances: 11170
  final_cell_mix: "1,024 x edfxtp_1, 704 x mux4_2, 155 x buf_4"
  postLayoutCellArea_um2: 62130
  area_delta_synth_final_pct: 13.20
  drive_above_1_share_pct: 40.32
min_path:
  hold_end: "Register[2][14]"
  hp-class: "in2reg"
  hold_depth: 2
  min_from: "WriteData[14]"
flow_run:
  maxCapViolations: 0
  tool_warnings: 26
-- synth_stat cells, drive strengths merged --
library cell	instances
a221oi	65
a22o	22
a22oi	148
a31oi	86
a41oi	10
and2	4
and3	1
and3b	2
buf	178
clkbuf	114
edfxtp	1024
inv	3
mux2	128
mux2i	128
mux4	704
nand2	45
nand2b	2
nand3	2
nand3b	4
nor2	41
nor2b	4
nor3	1
nor3b	1
o2111ai	21
o21ai	43
o221ai	64
or2	3
or3	1
or3b	2
-- cell families (layout without fill, tap and decap cells) --
group / count (synthesis) / after routing / synth area share [%]
flip-flops: 1024 / 1024 / 56.03
multiplexers: 960 / 960 / 33.85
AND-OR/OR-AND: 459 / 459 / 6.359
other: 0 / 7 / 0
AND/OR/NAND/NOR: 113 / 113 / 0.9279
buffers and inverters: 295 / 507 / 2.832
-- critical path, delay by kind of cell --
kind            cells  cell delay, ns
compound gates      2            1.06
simple gates        1            0.75
buf+inv             5            2.22
-- area by class of cell --
cell class / instances / area [um^2] / area share, %
Sequential cell: 1024 / 30750 / 49.50
Inverter: 3 / 16.27 / 0.02618
Clock buffer: 132 / 2856 / 4.598
Timing Repair Buffer: 302 / 2678 / 4.310
Tap cell: 1781 / 2228 / 3.587
Antenna cell: 7 / 17.52 / 0.02820
Multi-Input combinational cell: 1532 / 22900 / 36.86
Clock inverter: 70 / 680.7 / 1.096
-- worst max path at each step --
stage	start	to	depth (start not counted)
global route	RegA[1]	OutA[5]	9
CTS	RegA[1]	OutA[5]	9
finish	RegA[3]	OutA[6]	8
-- per-layer routing --
layer / GRT usage (%) / vias up / wire, um
li1: - / 13130 / -
met1: 34.19 / 17480 / 58130
met2: 45.35 / 3490 / 92290
met3: 32.76 / 750 / 46190
met4: 15.42 / 36 / 12610
met5: 4.790 / - / 773
-- power by group through the flow --
stage / logic (W) / registers (W) / clock network, W
after CTS: 0.000501 / 0.00205 / 0.00175
after global routing: 0.000530 / 0.00205 / 0.00181
final: 0.000509 / 0.00205 / 0.00173
-- per-stage QoR --
stage               instances  hold slack [ns]  util (%)  worst slack [ns]
CTS                      4844            4.757     45.73             10.07
finish                   4851            4.784     45.75             10.03
global route             4844            4.815     45.73             9.804
global placement         4642            5.510     43.13             10.09
floorplan                2851            4.799         -             12.72
detailed placement       4642            5.529     43.13             10.07
Power figures rest on the tool's default switching activity, not on a simulated workload.
