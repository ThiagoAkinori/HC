==> /design/flow/design.v <==
module Memory(Address, WriteData, WriteEnable,clock, ReadData);
	reg [31:0] DataMemory[20:0];
	input [31:0] WriteData, Address;
	input WriteEnable, clock;
	output [31:0] ReadData;
	always @(posedge clock) begin
		if (WriteEnable == 1) 
			DataMemory[Address] = WriteData;
	end
	assign ReadData = DataMemory[Address];
endmodule
==> /design/flow/run.sh <==
#!/bin/bash
# OpenROAD 26Q1-2900-gdf79404cd8, Yosys 0.63+post, stock flow scripts
make -C /OpenROAD-flow-scripts/flow DESIGN_CONFIG=/design/flow/config.mk WORK_HOME=/design/flow/orfs finish
==> /design/flow/config.mk <==
export PLATFORM = sky130hd
export DESIGN_NAME = Memory
export DESIGN_NICKNAME = Memory
export VERILOG_FILES = /design/flow/design.v
export SDC_FILE = /design/flow/constraint.sdc
export NUM_CORES = 4
export LEC_CHECK = 1
export CORE_UTILIZATION = 30
==> /design/flow/constraint.sdc <==
current_design Memory

set clk_period 11.4
set clk_io_pct 0.2

create_clock -name clk0 -period $clk_period [get_ports {clock}]

set non_clock_inputs [all_inputs -no_clocks]
set_input_delay [expr $clk_period * $clk_io_pct] -clock clk0 $non_clock_inputs
set_output_delay [expr $clk_period * $clk_io_pct] -clock clk0 [all_outputs]
==> results.json <==
{
  "tightest_slew_ns": 0.879,
  "yosys-stat-cells": 1209,
  "syn_avg_cell_area_um2": 21.3,
  "synth_cell_types": 31,
  "finalSetupTns_ns": 0,
  "vias": 12500,
  "min_path_type": "input port to register",
  "fp.dieH_um": 295,
  "period_minus_slack_ns": 8.08,
  "synth_top_area_share_pct": 78.2,
  "worstHoldStart": "WriteData[1]",
  "syn_inst": 1209,
  "cp-start-kind": "input port",
  "timing.final.crit_share_pct": 70.9,
  "max_cap_viol_count": 0,
  "htree_levels": 3,
  "grt_usage_pct": 15.3,
  "path_max_fanout": 92,
  "max_freq_mhz": 124,
  "cts_root_buf": "clkbuf_16",
  "numSynthFlops": 672,
  "wire_per_inst_um": 24.6,
  "post_cts_buffers": 0,
  "crit_path_end_kind": "primary output",
  "slew_headroom_pct": 41.1,
  "topCellsByArea": "edfxtp_1, mux2_2, mux4_2, a22oi_1, a222oi_1",
  "grt_max_degree": 93,
  "largest_reg_flops": 672,
  "p_leak_nw": 9.10,
  "hpwlAfterDp_um": 34500,
  "cts.repair.resized": 0,
  "final_max_slew_viol_count": 0,
  "ios": 98,
  "drt_pass1_iterations": 6,
  "ys_warn_count": 1,
  "top_cell": "edfxtp_1",
  "cp-endpoint": "ReadData[20]",
  "synth_area_leader_cell": "edfxtp_1",
  "cts_tree": "yes",
  "tool_warnings": 52,
  "crit_type": "input port to primary output",
  "cp.arrival_ns": 5.80,
  "powerDensity_nw_per_um2": 167,
  "ys_area_um2": 25800,
  "grt_pass1_vias": 13600,
  "edf_count": 672,
  "via_per_inst": 4.99,
  "peakVddDrop_mv": 0.0983,
  "die_width_um": 295,
  "final_util_pct": 35.4,
  "dieArea_um2": 87200,
  "hold_path_depth": 1,
  "syn_area_um2": 25800,
  "cts_sinks": 672,
  "hold_viol": 0,
  "synthTopCellsByCount": "edfxtp_1, mux2_2, a22oi_1",
  "cts_hold_buffers": 0,
  "fp-utilization_pct": 30.3,
  "area_delta_synth_final_pct": 16.7,
  "synth-main-ff-cell": "edfxtp_1",
  "numCtsBuffers": 67,
  "port_buffers": 70,
  "setup_viol": 0,
  "ant_nets": 0,
  "drive_gt1_share_pct": 32.6,
  "clk_path_buf_depth": 3,
  "wirelength_um": 61700,
  "overflow": 0,
  "status": "finished, final reports clean",
  "timing.hold.ws_ns": 2.70,
  "cp-startpoint": "Address[1]",
  "crit_required_ns": 9.12,
  "drtIter0Drc": 871,
  "drc": 0,
  "row_count": 107,
  "clk_pin_slew_ns": 0.06,
  "grt_pass1_wl_um": 89300,
  "gp_congestion": 0.803,
  "async_flop_share_pct": 0,
  "ys_seq_share_pct": 78.2,
  "core_um2": 85100,
  "rsz0062_at_grt": "false",
  "antenna_found_initial": 2
}
cell usage in the layout, fill, tap and decap left out, types with 9 or more instances in the layout:
cell type	netlist	layout
a22oi_1	76	76
clkbuf_1	18	12
nor2_4	0	20
clkdlybuf4s50_1	0	68
nand4_1	32	32
clkinv_2	0	9
buf_4	4	46
a22oi_2	20	20
clkbuf_16	0	67
clkinv_1	0	14
mux2_2	192	192
edfxtp_1	672	672
mux4_2	64	64
a222oi_1	32	32
cell families (layout without fill, tap and decap cells):
kind of cell	Yosys count	in the layout	share of synthesized area, %
AND-OR/OR-AND	128	128	4.42
buffers and inverters	74	227	1.50
flip-flops	672	672	78.2
multiplexers	256	256	14.0
other	0	1	0
AND/OR/NAND/NOR	79	79	1.91
power breakdown:
group,switching (mW),internal (mW),total (mW)
logic,0.143,0.109,0.253
registers,0.00560,2.75,2.76
clock network,0.866,1.14,2.01
total,1.02,4.00,5.02
how the worst min path moves through the flow:
| stage | slack, ns | endpoint |
|---|---|---|
| 5_1_grt | 2.77 | DataMemory[8][31] |
| 6_report | 2.70 | DataMemory[18][1] |
| 4_1_cts | 2.70 | DataMemory[18][1] |
cell type report:
cell class | instances | area [µm²]
timing repair buffer | 116 | 1050
antenna | 1 | 2.50
clock inverter | 32 | 239
sequential | 672 | 20200
tap | 1144 | 1430
fill | 7778 | 55000
clock buffer | 79 | 1720
multi-input combinational | 463 | 5480
layer usage:
| metal | vias up | global-route usage [%] | wire (µm) |
|---|---|---|---|
| met3 | 98 | 11.9 | 10500 |
| li1 | 5341 | - | - |
| met5 | - | 0.388 | 62 |
| met1 | 6242 | 17.5 | 20700 |
| met4 | 6 | 2.96 | 1510 |
| met2 | 815 | 23.0 | 28900 |
critical path, cell delays in order:
cell and delay [ns]:
buf_8 0.50, buf_4 0.73, buf_4 0.53, mux2_2 0.39, a222oi_1 0.43, nand4_1 0.23
clkdlybuf4s50_1 0.48
per-stage QoR:
step                instances  power, mW  worst slack (ns)  area (µm²)
floorplan                1209       2.93              5.42       25800
global route             2506       5.17              3.14       30100
global placement         2395       3.06              3.37       28100
detailed placement       2395       3.07              3.38       28100
CTS                      2506       5.06              3.38       30100
finish                   2507       5.02              3.32       30100
Power is estimated from default activity; no workload was simulated.
